<file path="design.v">
module asynchronous_fifo (output [15:0] rd_data,
			  output full,
			  output empty,
			  input [15:0] wrt_data,
			  input wrt_en, wrt_clk, wrt_rst_n,
			  input rd_en, rd_clk, rd_rst_n);
	wire [5:0] wrt_addr, rd_addr;
	wire [6:0] wrt_ptr, rd_ptr, wq2_rd_ptr, rq2_wrt_ptr;
	sync_rd_2_wrt srw (wq2_rd_ptr, rd_ptr, wrt_clk, wrt_rst_n);
	sync_wrt_2_rd swr (rq2_wrt_ptr, wrt_ptr, rd_clk, rd_rst_n);
	fifo_mem fm (rd_data, wrt_data, wrt_addr, rd_addr, wrt_en, full, wrt_clk);
	rd_ptr_empty re (empty, rd_addr, rd_ptr, rq2_wrt_ptr, rd_en, rd_clk, rd_rst_n);
	wrt_ptr_full wf (full, wrt_addr, wrt_ptr, wq2_rd_ptr, wrt_en, wrt_clk, wrt_rst_n);
endmodule
module fifo_mem (output [15:0] rd_data,
		 input [15:0] wrt_data,
		 input [5:0] wrt_addr, rd_addr,
		 input wrt_en, full, wrt_clk);
	reg [15:0] mem [0:63];
	assign rd_data = mem [rd_addr];
	always @(posedge wrt_clk)
	begin
		if (wrt_en & (~full)) 
			mem [wrt_addr] <= wrt_data;
	end
endmodule
module rd_ptr_empty (output reg empty,
		     output [5:0] rd_addr,
		     output reg [6:0] rd_ptr,
		     input [6:0] rq2_wrt_ptr,
		     input rd_en, rd_clk, rd_rst_n);
	reg [6:0] rd_bin;
	wire [6:0] rd_gray_next, rd_bin_next;
	wire empty_val;
	always @(posedge rd_clk or negedge rd_rst_n)
		if (!rd_rst_n) 
			{rd_bin, rd_ptr} <= 0;
		else 
			{rd_bin, rd_ptr} <= {rd_bin_next, rd_gray_next};
	assign rd_bin_next = rd_bin + (rd_en & ~empty);
	assign rd_gray_next = (rd_bin_next>>1) ^ rd_bin_next;
	assign rd_addr = rd_bin[5:0];
	assign empty_val = (rd_gray_next == rq2_wrt_ptr);
	always @(posedge rd_clk or negedge rd_rst_n)
		if (!rd_rst_n)
			empty <= 1'b1;
		else 
			empty <= empty_val;
endmodule
module sync_rd_2_wrt (output reg [6:0] wq2_rd_ptr,
		      input [6:0] rd_ptr,
		      input wrt_clk, wrt_rst_n);
	reg [6:0] temp_ptr;
	always @(posedge wrt_clk or negedge wrt_rst_n)
		if (!wrt_rst_n) 
			{wq2_rd_ptr, temp_ptr} <= 0;
		else 
			{wq2_rd_ptr, temp_ptr} <= {temp_ptr, rd_ptr};
endmodule
module sync_wrt_2_rd (output reg [6:0] rq2_wrt_ptr,
		      input [6:0] wrt_ptr,
		      input rd_clk, rd_rst_n);
	reg [6:0] temp_ptr;
	always @(posedge rd_clk or negedge rd_rst_n)
		if (!rd_rst_n) 
			{rq2_wrt_ptr, temp_ptr} <= 0;
		else 
			{rq2_wrt_ptr, temp_ptr} <= {temp_ptr, wrt_ptr};
endmodule
module wrt_ptr_full (output reg full,
		     output [5:0] wrt_addr,
		     output reg [6:0] wrt_ptr,
		     input [6:0] wq2_rd_ptr,
		     input wrt_en, wrt_clk, wrt_rst_n);
	reg [6:0] wrt_bin;
	wire [6:0] wrt_gray_next, wrt_bin_next;
	wire full_val;
	always @(posedge wrt_clk or negedge wrt_rst_n)
	if (!wrt_rst_n) 
		{wrt_bin, wrt_ptr} <= 0;
	else
		{wrt_bin, wrt_ptr} <= {wrt_bin_next, wrt_gray_next};
	assign wrt_bin_next = wrt_bin + (wrt_en & ~full);
	assign wrt_gray_next = (wrt_bin_next>>1) ^ wrt_bin_next;
	assign wrt_addr = wrt_bin[5:0];
	assign full_val = (wrt_gray_next=={~wq2_rd_ptr[6:5], wq2_rd_ptr[4:0]});
	always @(posedge wrt_clk or negedge wrt_rst_n)
		if (!wrt_rst_n) 
			full <= 1'b0;
		else 
			full <= full_val;
endmodule
</file>
<file path="run.sh">
#!/bin/bash
# OpenROAD 26Q1-2900-gdf79404cd8, Yosys 0.63+post, stock flow scripts
make -C /OpenROAD-flow-scripts/flow DESIGN_CONFIG=/design/flow/config.mk WORK_HOME=/design/flow/orfs finish
</file>
<file path="config.mk">
export PLATFORM = sky130hd
export DESIGN_NAME = asynchronous_fifo
export DESIGN_NICKNAME = asynchronous_fifo
export VERILOG_FILES = /design/flow/design.v
export SDC_FILE = /design/flow/constraint.sdc
export NUM_CORES = 4
export LEC_CHECK = 1
export CORE_UTILIZATION = 50
</file>
<file path="constraint.sdc">
current_design asynchronous_fifo

set clk_period 32.7
set clk_io_pct 0.2

create_clock -name clk0 -period $clk_period [get_ports {rd_clk}]
create_clock -name clk1 -period $clk_period [get_ports {wrt_clk}]

set non_clock_inputs [all_inputs -no_clocks]
set_input_delay [expr $clk_period * $clk_io_pct] -clock clk0 $non_clock_inputs
set_output_delay [expr $clk_period * $clk_io_pct] -clock clk0 [all_outputs]
</file>
==> run notes <==
* **outcome** finished, final reports clean
* **CTS tree** done
* **HPWL after detailed placement** 51800 um
* **Avg Inst Size Synth** 21.6 um2
* **most used flip-flop cell** sky130_fd_sc_hd__edfxtp_1
* **count of warning messages emitted by the tools** 28
* **top cells by area** sky130_fd_sc_hd__edfxtp_1 74%, sky130_fd_sc_hd__mux4_2 13%, sky130_fd_sc_hd__dfrtp_1 3.3%
* **Post-synth EDFFs** 1024
* **FF+latch count, synth** 1080
* **post-CTS resize count** 0
* **yosys cell count** 1921
* **Worst Hold Class** register to register
* **launch point of the worst hold path** re.rd_ptr[6]
* **Hold Fails Final Rpt** 0
* **Min Hold Slack** 159 ps
* **static leakage** 15.0 nW
* **count of unique library cells instantiated by Yosys** 52
* **kind of capture point of the worst setup path** output pin
* **share of power burned in registers** 41.7%
* **first-pass GRT wire length** 142000 um
* **cell type contributing the most total cell area after synthesis** sky130_fd_sc_hd__edfxtp_1
* **instance area at placement** 43300 um2
* **data required time of the critical path** 26160 ps
* **Logic pwr share** 26.8%
* **count of unresolved DRC violations after routing** 0
* **tally of max-capacitance violations** 0
* **area of all placed cells without fillers** 47000 um2
* **unrepaired setup endpoints after global routing** false
* **number of buffer cells added on primary ports** 38
* **Crit path top cell by count** sky130_fd_sc_hd__buf_4
* **proportion of synthesized chip area in sequential cells** 77.6%
* **effective utilization at floorplan** 50.5%
* **pin count of the biggest net entering global routing** 97
* **total via count in the routed design** 19500
* **proportion of layout cells with a drive suffix above 1** 25.1%
* **share of total power in the clock network** 31.5%
* **core outline area** 82000 um2
* **number of antenna violations at the first check in global routing** 0
* **Max stage delay cell, worst path** sky130_fd_sc_hd__dfrtp_4
* **Slew Limit Headroom** 39.6%
* **worst flop-to-flop path startpoint** re.rd_bin[1]
* **DRC violation total after the first TritonRoute iteration** 1133
* **asr flop ratio synth** 5.19%
* **signed area change from the synthesized netlist to the final layout** 13.4%
* **cell count after synthesis** 1921
* **total number of clock tree sinks** 1080
* **Site Rows** 105
* **Avg Vias per Cell** 6.01
* **Net Switching** 0.00115 W
* **Worst Path Class, Setup** register to output pin
* **DIE AREA** 84000 um2
* **worst-path cell chain** buf_4 -> buf_12 -> buf_4 -> mux4_2 -> o22ai_1 -> nor2_1 -> nand3_1 -> o41ai_1 -> clkdlybuf4s50_1
* **endpoint arrival time on the critical path** 5010 ps
* **fraction of power spent switching nets** 29.1%
* **worst-margin pin slew** 903 ps
* **weighted congestion at the end of routability-driven global placement** 0.830
* **per-cell routed wire length** 28.9 um
* **crit-path max FO** 96
* **GRT Overall Usage** 26.1%
* **launching instance or port of the critical path** re.rd_bin[0]
* **sum of overflow across all layers after global routing** 0
* **number of failing setup endpoints in the final timing report** 0
* **number of max-slew violations in the final report** 0
* **internal portion of total power** 0.00281 W
* **crit path launch type** register
* **io pins** 40
* **Largest type area fraction** 74.2%
* **Max rail drop VDD** 0.0582 mV
* **die extent in y** 290 um
* **Yosys warnings** 5
* **die x size** 290 um
* **vias in the first global route** 21700
* **maximum single-stage delay on the critical path** 820 ps
* **Initial DRT Pass Iterations** 7
* **Cell Pwr Density** 84.4 nW/um2
* **clk_skew** 30.1 ps
* **netlist area before placement** 41400 um2
* **remaining antenna violation count** 0
* **total detailed-routing wirelength** 94000 um
* **setup TNS after final layout** 0 ps
* **post-synthesis chip area from yosys** 41400 um2
* **Clock Pin Slew Worst Setup and Hold Paths** 70 ps
-- placed cells by master (no fill, tap or decap), types with 18 or more instances in the layout --
cell | netlist | final
sky130_fd_sc_hd__dfrtp_1 | 55 | 52
sky130_fd_sc_hd__nor2_1 | 107 | 107
sky130_fd_sc_hd__o21ai_0 | 26 | 26
sky130_fd_sc_hd__edfxtp_1 | 1024 | 1024
sky130_fd_sc_hd__a211oi_1 | 33 | 33
sky130_fd_sc_hd__clkinv_1 | 1 | 27
sky130_fd_sc_hd__clkinv_2 | 0 | 25
sky130_fd_sc_hd__clkbuf_1 | 33 | 19
sky130_fd_sc_hd__xor2_1 | 19 | 19
sky130_fd_sc_hd__nand3_1 | 25 | 25
sky130_fd_sc_hd__mux4_2 | 230 | 230
sky130_fd_sc_hd__nor2b_1 | 36 | 36
sky130_fd_sc_hd__o22ai_1 | 82 | 82
sky130_fd_sc_hd__clkdlybuf4s50_1 | 0 | 22
sky130_fd_sc_hd__mux2i_1 | 18 | 18
sky130_fd_sc_hd__clkbuf_16 | 0 | 111
sky130_fd_sc_hd__nand2_1 | 26 | 26
sky130_fd_sc_hd__buf_4 | 18 | 113
-- power groups by stage --
stage                 registers, W  logic, W  clock network (W)
after CTS                  0.00166   0.00108            0.00127
final                      0.00165   0.00106            0.00125
after global routing       0.00166   0.00115            0.00133
-- repair_timing --
| action | in CTS | in global routing |
|---|---|---|
| endpoints found under the hold margin | 6 | 0 |
| hold buffers | 6 | 0 |
| endpoints found under the setup margin | 0 | 0 |
| buffers inserted | 0 | 0 |
-- sequential cells by signal (all words and copies together), names as in the netlist --
register,cells
swr.temp_ptr,7
fm.mem,1024
srw.temp_ptr,7
swr.rq2_wrt_ptr,7
wf.wrt_ptr,7
re.empty,1
wf.full,1
srw.wq2_rd_ptr,7
re.rd_bin,6
wf.wrt_bin,6
re.rd_ptr,7
-- metrics by stage --
step           setup slack (ps)  std cells  utilization, %  power [W]
3_5_place_dp              21340       3037            52.8    0.00275
6_report                  21150       3251            57.3    0.00397
3_3_place_gp              21300       3037            52.8    0.00275
5_1_grt                   20700       3249            57.3    0.00414
2_1_floorplan             24340       1921               -    0.00238
4_1_cts                   21020       3249            57.3    0.00401
-- cell type report --
| cell class | instances | area, um2 |
|---|---|---|
| repair buffers | 159 | 1250 |
| clock inverters | 76 | 778 |
| fillers | 5837 | 35000 |
| clock buffers | 130 | 2850 |
| well taps | 1070 | 1340 |
| flip-flops and latches | 1080 | 32200 |
| multi-input cells | 730 | 8600 |
| diodes | 2 | 5.00 |
| inverters | 4 | 15.0 |
-- path summary, 6_finish.rpt --
kind / end / slack (ps) / cells after the start
min in group asynchronous: wf.full / 6290 / 2
max in group clk1: fm.mem[14][11] / 23520 / 6
min in group clk0: swr.rq2_wrt_ptr[0] / 350 / 0
worst min register to register: srw.temp_ptr[6] / 160 / 0
max in group asynchronous: re.empty / 25720 / 2
worst max register to register: re.empty / 29180 / 7
worst min-delay path: srw.temp_ptr[6] / 160 / 0
worst max-delay path: rd_data[0] / 21150 / 9
-- Yosys cell counts (2+ instances only) --
cell type                  count
sky130_fd_sc_hd__a211oi_1     33
sky130_fd_sc_hd__a21oi_1       2
sky130_fd_sc_hd__and2_1        2
sky130_fd_sc_hd__buf_1         3
sky130_fd_sc_hd__buf_12        2
sky130_fd_sc_hd__buf_2        37
sky130_fd_sc_hd__buf_4        18
sky130_fd_sc_hd__buf_6        12
sky130_fd_sc_hd__buf_8         2
sky130_fd_sc_hd__clkbuf_1     33
sky130_fd_sc_hd__dfrtp_1      55
sky130_fd_sc_hd__edfxtp_1   1024
sky130_fd_sc_hd__ha_1          5
sky130_fd_sc_hd__inv_1         3
sky130_fd_sc_hd__mux2_2       16
sky130_fd_sc_hd__mux2i_1      18
sky130_fd_sc_hd__mux4_1       10
sky130_fd_sc_hd__mux4_2      230
sky130_fd_sc_hd__nand2_1      26
sky130_fd_sc_hd__nand2b_1      2
sky130_fd_sc_hd__nand3_1      25
sky130_fd_sc_hd__nand3b_1     10
sky130_fd_sc_hd__nand4_1       3
sky130_fd_sc_hd__nor2_1      107
sky130_fd_sc_hd__nor2b_1      36
sky130_fd_sc_hd__nor3_1       17
sky130_fd_sc_hd__nor4b_1       2
sky130_fd_sc_hd__o21ai_0      26
sky130_fd_sc_hd__o21ai_1       7
sky130_fd_sc_hd__o22ai_1      82
sky130_fd_sc_hd__o41ai_1      16
sky130_fd_sc_hd__or3_1         3
sky130_fd_sc_hd__or3b_2        3
sky130_fd_sc_hd__xnor2_1       8
sky130_fd_sc_hd__xnor3_1       7
sky130_fd_sc_hd__xor2_1       19
sky130_fd_sc_hd__xor3_1        2
-- metal layers --
| layer | GRT usage [%] | up-vias | part of all wire (%) | wire length [um] |
|---|---|---|---|---|
| met5 | 1.87 | - | 0.18 | 172 |
| met4 | 5.09 | 4 | 2.5 | 2310 |
| met3 | 17.7 | 139 | 16 | 14800 |
| met2 | 37.4 | 1157 | 48 | 45300 |
| met1 | 36.9 | 9902 | 34 | 31500 |
| li1 | - | 8336 | - | - |
-- critical path: cells and delay by family, from the launching register on --
kind                   cells  cell delay (ps)
and+or+nand+nor            2              450
buffers and inverters      4             2280
muxes                      1              590
AOI/OAI and AO/OA          2              420
DFF                        1              820
-- cells by family (layout without fill, tap and decap cells) --
family,count (synthesis),count (layout),share of synthesized area (%)
compound gates,172,172,2.72
xor+xnor,36,36,1.07
fa+ha+maj,5,5,0.151
buf+inv,111,369,1.63
flops,1080,1080,77.6
mux,274,274,14.0
other cells,0,2,0
simple gates,243,243,2.83
No activity file was given, so power comes from the tool's default toggle rates.
